`design.v`:
```
`timescale 1ns / 1ns
module Datapath(clk, start_values, select1, select2, set_i, i_incr, set_max, set_max_i, clr_max_i, A_R0, A_R1, A_R2, A_i_bigger, i_smaller, max_index, i);
output reg [3:0] max_index;
output reg A_i_bigger, i_smaller;
input wire clk, select1, select2, set_i, i_incr, set_max, set_max_i, clr_max_i, A_R0, A_R1, A_R2;
input wire [63:0] start_values;
wire signed  [7:0] array[0:7];
assign {array[0], array[1], array[2], array[3], array[4], array[5], array[6], array[7]} = start_values;
reg signed [7:0] max;
output reg [3:0] i;
reg[2:0] tempIndex;
reg[3:0] from_incr;
always@(negedge clk) begin
    tempIndex <= {A_R2, A_R1, A_R0};
    A_i_bigger <= (array[tempIndex] > max) || (array[tempIndex] == max);
    if(i < 4'b1000) begin
        i_smaller <= 1'b1;
    end
    else begin
        i_smaller <= 1'b0;
    end
    if(i_incr) begin
        from_incr = i+ 4'b0001;
    end
    else begin
        from_incr = i;
    end
    if(set_max) begin
        if(select1) begin
            max <= array[tempIndex];
        end
        else begin
            max <= -128;
        end
    end
    if(set_i) begin
        if(select2) begin
            i <= 0;
        end
        else begin
            i <= from_incr;
        end
    end
    if(set_max_i) begin
        max_index <= i;
    end
    if(clr_max_i) begin
        max_index <= 0;
    end
end
endmodule
```
`run.sh`:
```
#!/bin/bash
# OpenROAD 26Q1-2900-gdf79404cd8, Yosys 0.63+post, stock flow scripts
make -C /OpenROAD-flow-scripts/flow DESIGN_CONFIG=/design/flow/config.mk WORK_HOME=/design/flow/orfs finish
```
`config.mk`:
```
export PLATFORM = sky130hd
export DESIGN_NAME = Datapath
export DESIGN_NICKNAME = Datapath
export VERILOG_FILES = /design/flow/design.v
export SDC_FILE = /design/flow/constraint.sdc
export NUM_CORES = 4
export LEC_CHECK = 1
export CORE_UTILIZATION = 30
```
`constraint.sdc`:
```
current_design Datapath

set clk_period 2.8
set clk_io_pct 0.2

create_clock -name clk0 -period $clk_period [get_ports {clk}]

set non_clock_inputs [all_inputs -no_clocks]
set_input_delay [expr $clk_period * $clk_io_pct] -clock clk0 $non_clock_inputs
set_output_delay [expr $clk_period * $clk_io_pct] -clock clk0 [all_outputs]
```
==> results_dict.tcl <==
# yosys + openroad results
set metrics [dict create \
    status "complete, but fails checks" \
    violations "setup timing" \
    hold_violations 0 \
    cts.sinks 21 \
    placed_cell_area_mm2 0.00266 \
    utilization_pct 59.2 \
    syn2layout_area_growth_pct 83.7 \
    met3_usage_pct 5.49 \
    cp_cell_sequence "buf_6, mux2_4, a22o_1, a221oi_4, nor2_1, ha_1, nand4_1, o311a_1, a21oi_1" \
    antenna_found_initial 1 \
    slew-limit-headroom_pct 71.9 \
    wl_per_cell_um 12.6 \
    worst_slack_ns -0.649 \
    ys_area_mm2 0.00157 \
    dr.pass1.iters 6 \
    vias 1676 \
    yosys_most_used_dff "edfxtp_1" \
    grtUsageMet2_pct 28.2 \
    ctsHoldBuffers 0 \
    cts_buffer_depth 2 \
    yosysWarningCount 1 \
    min_to "max_index[3]$_SDFFE_NP0P_" \
    postRouteAntennaNets 0 \
    rsz0062_at_grt "yes" \
    ys_seq_elements 21 \
    r2r-start "tempIndex[2]$_DFF_N_" \
    dieWidth_um 74.4 \
    die_h_um 74.4 \
    drv_slew 0 \
    crit_required_ns 1.66 \
    core_util_floorplan_pct 32.2 \
    cts_tree "done" \
    r2r_setup_slack_ns 0.32 \
    grtUsageMet1_pct 25.7 \
    synth.cell_area_mm2 0.00157 \
    io_pins 85 \
    cts-buffers-inserted 3 \
    worstPathArrival_ns 2.31 \
    worstPathMaxFanout 2 \
    path_clk_slew_ns 0.04 \
    synth-edff-count 12 \
    holdPathStages 2 \
    globalplace.congestion 0.828 \
    via_per_inst 4.55 \
    drive_gt1_share_pct 28.7 \
    critPathKind "in -> reg" \
    p_per_area_mw_per_mm2 384 \
    synth.distinct_cells 40 \
    fin_skew_ns 0.0173 \
    warning_count 49 \
    clock_latency_ns 0.34 \
    grt_max_degree 23 \
    drc 0 \
    wl_um 4650 \
    rows 25 \
    drv_cap 0 \
    gr-total-overflow 0 \
    postSynthSeqShare_pct 34.4 \
    grt_use_total_pct 18.4 \
    ff2ff_path_depth 9 \
    setup_viol 5 \
    tightest_slew_ns 0.420 \
    die_area_mm2 0.00554 \
    final_area_mm2 0.00289 \
    dp_hpwl_um 3700 \
    synth-cells-yosys 179 \
    syn_area_per_cell_um2 8.79 \
    min_from "max_index[3]$_SDFFE_NP0P_" \
    ir_drop_mv 0.285 \
    core_area_mm2 0.00488 \
    cp-end-kind "register" \
    leakage_uw 0.00141 \
    first_global_vias 1729 \
    r2r-end "A_i_bigger$_DFF_N_" \
    min_path_type "reg -> reg" \
    grt_pass1_wl_um 7540 \
    busiest_layer "met2" \
    synth-async-reset-ratio_pct 0 \
    synthCells 179 \
    crit_slowest_cell "o311a_1" \
    critPathLaunchType "input port" \
    port_buffers 84 \
    h-tree-depth 1 \
    cts-root-buf "clkbuf_8" \
    max_stage_delay_ns 0.33 \
    drt_iter0_drc 61 \
]
==> how the worst max path moves through the flow <==
stage / slack [ns] / startpoint / depth (start not counted) / endpoint
final: -0.65 / start_values[12] / 9 / A_i_bigger$_DFF_N_
after global routing: -0.72 / start_values[12] / 10 / A_i_bigger$_DFF_N_
after CTS: -0.67 / start_values[9] / 9 / A_i_bigger$_DFF_N_
==> registers in the layout, summed over array words and instances (netlist names) <==
signal,flops
max_index,4
tempIndex,3
A_i_bigger,1
max,8
i_smaller,1
i,4
==> cells in the mapped netlist (all sizes together), types with 2 or more instances <==
cell type   n  area share [%]
a211oi      2            0.95
a21oi       9             2.9
a221oi      2             1.1
a22o        4             2.2
a22oi       2            0.95
and2        2            0.80
buf         9             3.3
clkbuf      2            0.48
dfxtp       9              11
edfxtp     12              23
ha          9             7.2
inv        16             3.8
mux2        3             2.1
mux2i      11             7.0
nand2       6             1.4
nand2b      5             2.0
nand3       2            0.64
nand3b      4             1.9
nand4       2            0.80
nor2       24             5.7
nor2b      13             5.2
nor3b       4             1.9
o21ai       7             2.2
o22ai       4             1.6
o32ai       2             1.1
xnor2       2             1.1
==> power breakdown <==
group          internal [uW]  switching [uW]
sequential               356            11.2
combinational            210             129
clock                    230             175
==> logic make-up (layout without fill, tap and decap cells) <==
| group | after synthesis | in the layout | synth area share, % |
|---|---|---|---|
| mux | 15 | 15 | 10.6 |
| xor+xnor | 2 | 2 | 1.11 |
| fa+ha+maj | 9 | 9 | 7.16 |
| simple gates | 65 | 65 | 21.7 |
| compound gates | 39 | 39 | 17.3 |
| flops | 21 | 21 | 34.4 |
| buf+inv | 28 | 149 | 7.80 |
| other cells | 0 | 1 | 0 |
==> per-stage QoR <==
step	total power (uW)	hold WS (ns)	std cells	TNS, ns	setup WS (ns)
2_1_floorplan	559	0.427	179	-1.26	-0.743
3_3_place_gp	746	0.474	339	-8.12	-1.30
3_5_place_dp	747	0.489	339	-8.15	-1.31
4_1_cts	1130	0.489	367	-1.11	-0.674
5_1_grt	1210	0.512	368	-1.10	-0.722
6_report	1110	0.486	368	-0.866	-0.649
==> layout make-up <==
cell class	instances	area, um^2
Antenna cell	1	2.50
Clock buffer	3	41.3
Clock inverter	22	109
Fill cell	447	1990
Inverter	16	60.1
Multi-Input combinational cell	130	1070
Sequential cell	21	547
Tap cell	67	83.8
Timing Repair Buffer	108	980
==> placed cells by master, fill, tap and decap left out, types with 7 or more instances in the layout <==
cell type,instances
inv_1,36
nor2_1,24
dlygate4sd2_1,16
mux2i_1,11
buf_6,11
buf_2,11
clkdlybuf4s50_1,28
a21oi_1,7
buf_4,21
dlymetal6s2s_1,7
ha_1,8
clkdlybuf4s15_1,7
edfxtp_1,12
nor2b_1,12
==> layer usage <==
metal  part of all wire, %  vias up
met1                    48      745
li1                      -      880
met4                   1.9        0
met2                    45       45
met3                   5.2        6
met5                     0        -
==> worst max-delay path, delay by kind of cell <==
kind / cells / cell delay, ns
and+or+nand+nor: 2 / 0.18
buffers and inverters: 1 / 0.09
adders and majority gates: 1 / 0.30
muxes: 1 / 0.25
AOI/OAI and AO/OA: 4 / 0.94
==> repair_timing <==
item                                    4_1_cts  5_1_grt
endpoints found under the setup margin       19       14
gates resized                               126       27
setup buffers                                 5        2
endpoints found under the hold margin         0        0
pin swaps                                    34       24
Power is estimated from default activity; no workload was simulated.
